==> design.v <==
module extend(
    input  [31:7] instr,
    input  [1:0]  immsrc,
    output reg [31:0] immext
);
    always @(instr or immsrc) begin
        case(immsrc)
    2'b00: immext = {{20{instr[31]}}, instr[31:20]};
    2'b01: immext = {{20{instr[31]}}, instr[31:25], instr[11:7]};
    2'b10: immext = {{20{instr[31]}}, instr[7], instr[30:25], instr[11:8], 1'b0};
    2'b11: immext = {{12{instr[31]}}, instr[19:12], instr[20], instr[30:21], 1'b0};
        endcase
    end
endmodule
==> run.sh <==
#!/bin/bash
# OpenROAD 26Q1-2900-gdf79404cd8, Yosys 0.63+post, stock flow scripts
make -C /OpenROAD-flow-scripts/flow DESIGN_CONFIG=/design/flow/config.mk WORK_HOME=/design/flow/orfs finish
==> config.mk <==
export PLATFORM = sky130hd
export DESIGN_NAME = extend
export DESIGN_NICKNAME = extend
export VERILOG_FILES = /design/flow/design.v
export SDC_FILE = /design/flow/constraint.sdc
export NUM_CORES = 4
export LEC_CHECK = 1
export CORE_AREA = 10 10 70 70
export DIE_AREA = 0 0 80 80
export SYNTH_HDL_FRONTEND = slang
==> constraint.sdc <==
current_design extend

set clk_period 2.2
set clk_io_pct 0.2

create_clock -name clk0 -period $clk_period

set non_clock_inputs [all_inputs -no_clocks]
set_input_delay [expr $clk_period * $clk_io_pct] -clock clk0 $non_clock_inputs
set_output_delay [expr $clk_period * $clk_io_pct] -clock clk0 [all_outputs]
==> results_dict.tcl <==
# implementation run metrics
set metrics [dict create \
    netlist.area_leader.share_pct 44.19 \
    yosysWarnings 0 \
    crit_fanout 8 \
    layout_top_cell "clkdlybuf4s50_1" \
    ir_worst_vdd_mv 0.03844 \
    fp.dieH_um 80 \
    yosys_cells 39 \
    drt-total-wl_um 1524 \
    finalClockPeriodUsage_pct 92.98 \
    tightest_slew_ns 0.2316 \
    antenna_found_initial 0 \
    route.antenna.remaining_nets 0 \
    cts_setup_buffers 0 \
    fp_util_pct 9.451 \
    clkbuf_count 0 \
    syn2layout_area_growth_pct 137.2 \
    critPathRequiredTime_ns 1.76 \
    setup_ws_ns 0.1545 \
    xor_area_share_pct 5.039 \
    port_buffers 47 \
    num_rows 21 \
    period_minus_slack_ns 2.045 \
    dpl.hpwl_um 1361 \
    dieArea_mm2 0.006400 \
    synth_cells 39 \
    tns_ns 0 \
    drc 0 \
    hold_violations 0 \
    pre_cts_ws_ns -0.2422 \
    vias 370 \
    aoi_share_pct 26.74 \
    swShare_pct 24.25 \
    mux_share_pct 20.16 \
    ioPinCount 59 \
    ys_top_logic_family "buffers and inverters" \
    seqCellArea_um2 0 \
    critPathCaptureType "output port" \
    grt_overflow 0 \
    p_leak_nw 0.3023 \
    power_density_mw_per_mm2 201.7 \
    ys_seq_share_pct 0 \
    firstDrtPassIters 2 \
    seqPwrFrac_pct 0 \
    tool_warnings 33 \
    gp_congestion 0.8028 \
    synth_adder_area_share_pct 0 \
    slew_headroom_pct 84.52 \
    outcome "completed" \
    grt_pass1_vias 372 \
    grt_pass1_wl_um 2152 \
    crit_type "input pin to output port" \
    clkPwrFrac_pct 0 \
    grt_use_total_pct 4.135 \
    n_antenna_cell 0 \
    synth_area_um2 322.8 \
    ys_types 9 \
    die_x_um 80 \
    maxCapViolCount 0 \
    pwr-share-comb_pct 100.0 \
    fmax_mhz 488.9 \
    final_cell_mix "clkdlybuf4s50_1 (43), a31o_2 (8), mux2_4 (4), buf_4 (4)" \
    finalMaxSlewViolations 0 \
    grt_max_degree 14 \
    viasPerCell 3.162 \
    ff_count 0 \
    cts_hold_buf 0 \
    ys_area_um2 322.8 \
    intPower_mw 0.1170 \
    drt-initial-drc-count 8 \
    setup_viol 0 \
    timing.critical_path.arrival_ns 1.61 \
    rsz0062_at_grt "no" \
    drive_gt1_share_pct 29.58 \
    switchingPower_mw 0.03747 \
    worstHoldPathType "input pin to output port" \
    synth_area_leader_cell "buf_4" \
    crit_path_start_kind "input pin" \
    fp.coreArea_mm2 0.003416 \
    topCellsByArea "buf_4 (44%), a31o_2 (22%), mux2_2 (14%)" \
    syn_area_per_cell_um2 8.277 \
    ys_sh_simple_pct 2.326 \
    wl_per_cell_um 13.03 \
]
-- per-layer routing --
| metal | routed length (µm) | up-vias | track usage (%) |
|---|---|---|---|
| li1 | - | 186 | - |
| met1 | 656 | 163 | 5.545 |
| met2 | 744 | 21 | 7.063 |
| met3 | 123 | 0 | 0.6818 |
| met4 | 0 | 0 | 0.1761 |
| met5 | 0 | - | 0 |
-- synth_stat cells --
library cell and count:
nor2_1 2, a31o_2 8, xor2_2 1, buf_4 19
a21oi_1 1, buf_2 1, mux2_2 4, mux2i_1 2
a21boi_2 1
-- power groups by stage --
stage | combinational [mW] | clock [mW] | sequential (mW)
CTS | 0.151 | 0 | 0
global route | 0.167 | 0 | 0
finish | 0.154 | 0 | 0
-- worst paths after layout --
kind  slack (ns)         end  depth (start not counted)       from
min         0.88  immext[10]                          0  instr[30]
max         0.15  immext[16]                          5  immsrc[0]
-- metrics by stage --
step	total power, mW	utilization [%]	std cells	hold WS [ns]	instance area [µm²]
after floorplan	0.05180	-	39	0.9464	322.8
after global placement	0.1502	21.90	118	0.8800	748.2
after detailed placement	0.1513	21.90	118	0.8800	748.2
after CTS	0.1506	21.87	117	0.8800	747.0
after global routing	0.1667	22.42	117	0.8800	765.7
final	0.1545	22.42	117	0.8800	765.7
-- cells by family after synthesis --
logic type / count (synthesis)
compound gates: 10
xor+xnor: 1
buf+inv: 20
mux: 6
simple gates: 2
-- critical path, cell delays in order --
cell and delay, ns:
clkbuf_2 0.13, buf_4 0.18, a21boi_4 0.25, a31o_2 0.15
clkdlybuf4s50_1 0.46
-- final cells by class --
class / instances / area, µm²
fillers: 383 / 2650
repair buffers: 52 / 499.2
multi-input cells: 19 / 209.0
well taps: 46 / 57.56
-- what timing repair did --
item / CTS / global route
gates resized: 6 / 9
endpoints found under the setup margin: 14 / 11
pin swaps: 1 / 2
gates cloned: 0 / 0
No activity file was given, so power comes from the tool's default toggle rates.
